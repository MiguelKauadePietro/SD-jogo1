[/design/flow/config.mk]
export PLATFORM = sky130hd
export DESIGN_NAME = vga_display
export DESIGN_NICKNAME = vga_display
export VERILOG_FILES = /design/flow/design.v
export SDC_FILE = /design/flow/constraint.sdc
export NUM_CORES = 4
export LEC_CHECK = 1
export CORE_AREA = 10 10 70 70
export DIE_AREA = 0 0 80 80
[/design/flow/constraint.sdc]
current_design vga_display

set clk_period 6.1
set clk_io_pct 0.2

create_clock -name clk0 -period $clk_period

set non_clock_inputs [all_inputs -no_clocks]
set_input_delay [expr $clk_period * $clk_io_pct] -clock clk0 $non_clock_inputs
set_output_delay [expr $clk_period * $clk_io_pct] -clock clk0 [all_outputs]
[/design/flow/design.v]
module vga_display(
    input clk,
    input [9:0] h_counter,
    input [9:0] v_counter,
    input [17:0] board,
    output reg vga_r,
    output reg vga_g,
    output reg vga_b
);
    parameter noplayer = 2'b00;
    parameter RED = 2'b01;
    parameter BLUE = 2'b10;
    parameter square_width = 213;   
    parameter square_height = 160;  
	 integer square;
    always @(*) begin
        vga_r = 0;
        vga_g = 0;
        vga_b = 0;
        if (h_counter < square_width) begin
            if (v_counter < square_height) begin
                square = 0;  
            end else if (v_counter < 2 * square_height) begin
                square = 3;  
            end else begin
                square = 6;  
            end
        end else if (h_counter < 2 * square_width) begin
            if (v_counter < square_height) begin
                square = 1;  
            end else if (v_counter < 2 * square_height) begin
                square = 4;  
            end else begin
                square = 7;  
            end
        end else begin
            if (v_counter < square_height) begin
                square = 2;  
            end else if (v_counter < 2 * square_height) begin
                square = 5;  
            end else begin
                square = 8;  
            end
        end
        case (board[2 * square +: 2])  
            RED: begin
                vga_r = 1;
                vga_g = 0;
                vga_b = 0;
            end
            BLUE: begin
                vga_r = 0;
                vga_g = 0;
                vga_b = 1;
            end
            default: begin
                vga_r = 0;
                vga_g = 0;
                vga_b = 0;
            end
        endcase
    end
endmodule
[/design/flow/run.sh]
#!/bin/bash
# OpenROAD 26Q1-2900-gdf79404cd8, Yosys 0.63+post, stock flow scripts
make -C /OpenROAD-flow-scripts/flow DESIGN_CONFIG=/design/flow/config.mk WORK_HOME=/design/flow/orfs finish
==> run summary <==
The synthesis and place-and-route flow finished, so here is a summary.

Cells with a size suffix above 1 make up 9.901% of the layout. The maximum number of pins on one net before global-route repair is 15. After synthesis, the netlist uses 43 different library cells. The number of global-route vias before repair came out at 724. The synthesized area divided by synthesized cell count came out at 6.945 um2.

STA classifies the critical path endpoint as an output port. Total global-route track usage over all layers is 5.958%. The power per cell area is 75.80 mW/mm2. The yosys stat cell total is 69. The number of instances in the synthesized netlist came out at 69. Setup repair after global routing left no endpoint under its margin. The slew at the pin closest to its max-slew limit is 0.5928 ns. The proportion of synthesized chip area in sequential cells came out at 0%. The finished layout holds 147 standard cells, fillers aside.

The peak clock frequency supported by timing is 195.1 MHz. The floorplan die width came out at 80 um. The slowest stage of the critical path belongs to the cell sky130_fd_sc_hd__o221ai_2. The routed design shows a wire length per standard cell of 12.97 um.

Per the detailed-route log, wirelength across all metal layers totals 1.906 mm. The net load switching power came out at 25.73 uW. The type of element launching the critical path is an input port. The number of cells after detailed placement is 147. Among the stages of the critical path, the cell type that occurs most often is sky130_fd_sc_hd__clkdlybuf4s50_1.

The routability congestion estimate came out at 0.8268. Counting pins that exceed their max-slew limit in the final report gives 0. The number of placed I/O pins came out at 42. The DRC violation count after routing came out at 0. Of the available clock period, the critical path in the final layout requires 84.01%. On the critical path the largest part of the delay comes from buffers and inverters. The die height is 80 um. Nets still carrying antenna violations after routing amount to 0.

The count of input and output buffers came out at 35. The internal portion of the total power is 40.18 uW. The standby leakage power is 0.2746 nW. The floorplan core density came out at 14.03%.

The run reported a max-capacitance violation count of 0. The critical path required time is 4.88 ns. The half-perimeter wire length of the detailed placement result is 1.666 mm. The sequential share of power came out at 0%. Across the whole layout, storage elements account for 0 um2. Global routing finished with a remaining overflow of 0.

The number of warning messages in the logs came out at 38. The flow ran to the end, and the final reports show no timing, DRC or antenna violations. The post-synthesis instance area is 479.2 um2. The number of sequential storage elements came out at 0. The flow measured a signed area growth from synthesis to layout of 81.46%.

The worst hold path passes through 5 cells. For this run, the script counts the antenna cells in the layout as 0. The buffer-and-inverter tally for the worst setup path came out at 2. The power share of the combinational group is 100.0%. The number of gates resized after CTS was 0.

The number of design-rule violations left by the first detailed-router iteration came out at 45. The maximum fanout along the worst path is 14. The worst setup path is of the input port to output port kind. The critical path launch point is h_counter[3]. The setup slack of the critical path after layout is 0.9754 ns.

The first global-routing pass estimated 3.201 mm of wire. The iteration count of the initial detailed-routing pass came out at 4. The routed design shows a via density per instance of 4.503. The critical path data arrival time is 3.90 ns. The largest stage delay on the critical path is 0.52 ns. The pre-CTS setup slack came out at 0.9556 ns. Walking the worst path, the cells encountered are clkdlybuf4s50_1 -> nand4bb_1 -> o221ai_2 -> nand2_2 -> xnor2_1 -> mux2_4 -> o21ai_2 -> nor2b_2 -> clkdlybuf4s50_1.

The endpoint of the worst hold path is reported as vga_r. For reference, the final report shows the hold violation count at 0. Warnings reported by Yosys during synthesis add up to 1.

The number of setup buffers added after CTS is 0. The clock buffer count came out at 0. In this run the VDD rail shows a maximum IR drop of 0.01917 mV. Per the detail_route report, the via count comes to 662.

According to the Yosys statistics, the synthesized design has a chip area of 479.2 um2. The worst path in the final design needs a cycle of 5.125 ns, including I/O delays and setup. The path class of the tightest hold or removal check is input port to output port. The number of placement rows came out at 21. For the final routed database, the setup TNS stands at 0 ns. The total power is 65.91 uW.

The clock share of power is 0%. The number of setup violations in the final report is 0. At the end of the flow the core is filled with cells to 25.46%. The standard cell core area came out at 0.003416 mm2.

The net switching share of the total power came out at 39.03%. For the worst min-delay path, the startpoint reported by OpenROAD is board[0]. The chip area came out at 0.006400 mm2. The number of hold buffers added after CTS was 0. The worst slew slack as a fraction of its limit came out at 60.48%. The initial antenna violation count came out at 0.
synth_stat cells, drive strengths merged:
master | n | area share, %
nand3b | 1 | 1.6
o311a | 1 | 2.1
o2111ai | 1 | 1.8
nor3 | 1 | 1.0
o32a | 1 | 2.3
o221ai | 1 | 3.1
a31o | 1 | 1.8
a221o | 1 | 2.1
inv | 1 | 0.78
a211o | 1 | 2.1
xnor2 | 2 | 3.7
a211oi | 2 | 5.7
and2 | 1 | 1.3
nand3 | 1 | 1.0
nand4bb | 1 | 2.3
o211ai | 3 | 4.7
nand4 | 1 | 1.3
buf | 3 | 3.7
o22ai | 1 | 1.3
nor2 | 4 | 3.1
nand2 | 9 | 7.6
or2 | 1 | 1.8
o21ai | 7 | 8.1
or4 | 1 | 1.6
conb | 1 | 0.78
o21a | 1 | 1.6
o221a | 1 | 2.3
a21oi | 8 | 8.4
mux2 | 2 | 5.5
a31oi | 2 | 2.6
o311ai | 1 | 1.8
o2111a | 1 | 2.3
nor2b | 2 | 3.1
a2111oi | 1 | 1.8
mux2i | 1 | 2.1
o31ai | 1 | 1.6
power groups by stage:
stage | registers (mW) | clock network [mW] | logic [mW]
after CTS | 0 | 0 | 0.0667
after global routing | 0 | 0 | 0.0732
final | 0 | 0 | 0.0659
layout by cell type (no fill, tap or decap), types with 2 or more instances in the layout:
master                            netlist  layout
sky130_fd_sc_hd__a21oi_1                8       8
sky130_fd_sc_hd__a31oi_1                2       2
sky130_fd_sc_hd__clkdlybuf4s50_1        0      35
sky130_fd_sc_hd__nand2_1                8       8
sky130_fd_sc_hd__nor2_1                 4       4
sky130_fd_sc_hd__o211ai_1               3       3
sky130_fd_sc_hd__o21ai_0                5       5
sky130_fd_sc_hd__xnor2_1                2       2
final cells by class:
type               instances  area, um2
fillers                  398       2546
multi-input cells         65      457.9
repair buffers            35      350.3
inverters                  1      3.754
well taps                 46      57.56
tightest hold or removal path, stage by stage:
cell and delay [ns]:
sky130_fd_sc_hd__clkdlybuf4s50_1 0.39, sky130_fd_sc_hd__o2111ai_1 0.07, sky130_fd_sc_hd__a221o_1 0.17, sky130_fd_sc_hd__nor2b_2 0.04, sky130_fd_sc_hd__clkdlybuf4s50_1 0.39
worst max path at each step:
| stage | depth (start not counted) | slack, ns | end |
|---|---|---|---|
| 4_1_cts | 9 | 0.96 | vga_r |
| 5_1_grt | 9 | 0.72 | vga_r |
| 6_report | 9 | 0.98 | vga_r |
cell families (layout without fill, tap and decap cells):
group | count (synthesis) | count (layout) | share of synthesized area [%]
AOI/OAI and AO/OA | 36 | 36 | 57.70
and+or+nand+nor | 23 | 23 | 25.85
buffers and inverters | 4 | 36 | 4.439
muxes | 3 | 3 | 7.571
xor gates and xnor gates | 2 | 2 | 3.656
other | 1 | 1 | 0.7825
layer usage:
metal / GRT usage, % / routed length (um)
met1: 7.784 / 840
met2: 10.27 / 947
met3: 1.364 / 118
met4: 0 / 0
met5: 0 / 0
stage by stage:
step / hold slack, ns / instance area, um2
2_1_floorplan: 2.673 / 479.2
3_3_place_gp: 3.552 / 869.6
3_5_place_dp: 3.541 / 869.6
4_1_cts: 3.541 / 869.6
5_1_grt: 3.579 / 869.6
6_report: 3.517 / 869.6
No activity file was given, so power comes from the tool's default toggle rates.
