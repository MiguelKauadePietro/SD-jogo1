## design/flow/config.mk

```make
export PLATFORM = sky130hd
export DESIGN_NAME = hashgame
export DESIGN_NICKNAME = hashgame
export VERILOG_FILES = /design/flow/design.v
export SDC_FILE = /design/flow/constraint.sdc
export NUM_CORES = 4
export LEC_CHECK = 1
export CORE_AREA = 10 10 112 112
export DIE_AREA = 0 0 122 122
```

## design/flow/constraint.sdc

```tcl
current_design hashgame

set clk_period 5.3
set clk_io_pct 0.2

create_clock -name clk0 -period $clk_period [get_ports {clk}]

set non_clock_inputs [all_inputs -no_clocks]
set_input_delay [expr $clk_period * $clk_io_pct] -clock clk0 $non_clock_inputs
set_output_delay [expr $clk_period * $clk_io_pct] -clock clk0 [all_outputs]
```

## design/flow/design.v

```verilog
module hashgame(
    input clk,
    input reset,
    input player,
    input wire [3:0] position,
    output wire [17:0] board,
    output wire [8:0] leds,
    output win1,
    output win2,
    output draw,
    output game_over
);
parameter beginning = 3'b000;
parameter ongoing = 3'b001;
parameter p1win = 3'b010;
parameter p2win = 3'b011;
parameter draw_state = 3'b101;
reg [2:0] curr_state, next_state;
reg [17:0] board_reg;
reg [8:0] filled_positions;
assign board = board_reg;
assign win1 = (curr_state == p1win);
assign win2 = (curr_state == p2win);
assign draw = (curr_state == draw_state);
assign game_over = (curr_state != ongoing && curr_state != beginning);
assign leds[0] = (board_reg[1:0] != 2'b00);
assign leds[1] = (board_reg[3:2] != 2'b00);
assign leds[2] = (board_reg[5:4] != 2'b00);
assign leds[3] = (board_reg[7:6] != 2'b00);
assign leds[4] = (board_reg[9:8] != 2'b00);
assign leds[5] = (board_reg[11:10] != 2'b00);
assign leds[6] = (board_reg[13:12] != 2'b00);
assign leds[7] = (board_reg[15:14] != 2'b00);
assign leds[8] = (board_reg[17:16] != 2'b00);
always @(posedge clk or posedge reset) begin
    if (reset) begin
        curr_state <= beginning;
        board_reg <= 18'b0;
        filled_positions <= 9'b0;
    end else begin
        curr_state <= next_state;
        if (curr_state == ongoing && position >= 0 && position < 9 && !filled_positions[position]) begin
            board_reg[position * 2 +: 2] <= (player == 0) ? 2'b01 : 2'b10;
            filled_positions[position] <= 1'b1;
        end
    end
end
always @(*) begin
    next_state = curr_state;  
    case (curr_state)
        beginning: next_state = ongoing;
        ongoing: begin
            if (check_win(board_reg, 2'b01))
                next_state = p1win;
            else if (check_win(board_reg, 2'b10))
                next_state = p2win;
            else if (filled_positions == 9'b111111111)
                next_state = draw_state;
        end
        p1win, p2win, draw_state: next_state = curr_state;
        default: next_state = beginning;
    endcase
end
function check_win(input [17:0] board, input [1:0] player_token);
    reg [8:0] win_positions;
    begin
        win_positions[0] = (board[1:0] == player_token && board[3:2] == player_token && board[5:4] == player_token);
        win_positions[1] = (board[7:6] == player_token && board[9:8] == player_token && board[11:10] == player_token);
        win_positions[2] = (board[13:12] == player_token && board[15:14] == player_token && board[17:16] == player_token);
        win_positions[3] = (board[1:0] == player_token && board[7:6] == player_token && board[13:12] == player_token);
        win_positions[4] = (board[3:2] == player_token && board[9:8] == player_token && board[15:14] == player_token);
        win_positions[5] = (board[5:4] == player_token && board[11:10] == player_token && board[17:16] == player_token);
        win_positions[6] = (board[1:0] == player_token && board[9:8] == player_token && board[17:16] == player_token);
        win_positions[7] = (board[5:4] == player_token && board[9:8] == player_token && board[13:12] == player_token);
        check_win = win_positions[0] | win_positions[1] | win_positions[2] |
                    win_positions[3] | win_positions[4] | win_positions[5] |
                    win_positions[6] | win_positions[7];
    end
endfunction
endmodule
```

## design/flow/run.sh

```bash
#!/bin/bash
# OpenROAD 26Q1-2900-gdf79404cd8, Yosys 0.63+post, stock flow scripts
make -C /OpenROAD-flow-scripts/flow DESIGN_CONFIG=/design/flow/config.mk WORK_HOME=/design/flow/orfs finish
```

==> impl_metrics.tcl <==
# implementation run metrics
set metrics [dict create \
    ff2ff_path_depth 5 \
    place_congestion 0.8980 \
    clkPwrFrac 0.398 \
    async_flop_share 1.000 \
    worst_pin_slew_ps 570.5 \
    crit_path_start "position[0]" \
    dr.pass1.iters 4 \
    synth_cell_types 40 \
    worstSetupEndpoint "board_reg[9]" \
    largest_reg_flops 18 \
    synth_area_per_cell_um2 10.32 \
    postCtsSetupBuffers 0 \
    hold_violations 0 \
    p_sw_frac 0.2409 \
    via_count 1557 \
    leakagePower_nw 1.082 \
    edf_count 0 \
    period_minus_slack_ps 3694 \
    die-width_um 122 \
    ff_type "dfrtp_1" \
    ioPinCount 38 \
    endpoint_kind "register" \
    grt_max_degree 31 \
    r2r_end "board_reg[7]" \
    peakVddDrop_v 0.00007156 \
    hp-class "register to register" \
    cp.required_ps 5460 \
    grt_usage 0.06678 \
    setup_viol 0 \
    final.period_utilization 0.6969 \
    crit_path_cell_trace "clkdlybuf4s50_1, inv_1, ha_1, nand2b_1, a211o_2, or2_2, or4_4, mux2_1" \
    internal-power_uw 356.5 \
    cts-root-buf "clkbuf_8" \
    overflow 0 \
    crit_type "input pin to register" \
    cts_tree "built" \
    dieArea_mm2 0.01488 \
    drt_iter0_drc 57 \
    power_frac_comb 0.101 \
    hpwl_um 3748 \
    grt_pass1_wl_um 8245 \
    crit_path_start_kind "input pin" \
    switchingPower_uw 113.1 \
    num_rows 37 \
    cp_slowest_cell "clkdlybuf4s50_1" \
    numSynthFlops 30 \
    clk_latency_ps 280 \
    core_util_floorplan 0.1836 \
    max_stage_delay_ps 750 \
    wl_um 4926 \
    finalSetupTns_ps 0 \
    drv_slew 0 \
    design.core.area_mm2 0.01023 \
    synthCells 182 \
    final_layout_top_logic_cells "clkdlybuf4s50_1 (37), dfrtp_1 (30), inv_1 (19)" \
    yosys-stat-area_mm2 0.001878 \
    vias_per_cell 4.313 \
    syn_to_final_growth_pct 33.04 \
    finClkSkew_ps 5.820 \
    fp.dieH_um 122 \
    clockBufferDepth 2 \
    openroad.warnings 28 \
    crit_arrival_ps 3860 \
    grt_setup_unrepaired "no" \
    drc_errors 0 \
    maxCapViolCount 0 \
    lay_top_count "clkdlybuf4s50_1" \
    regToRegStartpoint "curr_state[2]" \
    relSlewSlack 0.6162 \
    cts_hold_buffers 0 \
    p_seq_frac 0.502 \
    cts_resized 0 \
    yosysWarningCount 1 \
    regToRegSetupSlack_ps 2980 \
    synth.cell_area_mm2 0.001878 \
    whs_ps 494.2 \
    ys_seq_share 0.3997 \
    run_status "complete, no violations" \
    cts.htree.levels 2 \
    io_buffers 37 \
    antenna-diode-count 0 \
    yosys_cells 182 \
    final_util 0.2442 \
    grt_pass1_vias 1568 \
    p_total_uw 469.6 \
    cts_buffers 5 \
    routedWlPerCell_um 13.65 \
    final_antenna_net_count 0 \
    clock.fmax_mhz 270.7 \
    cts.clk_slew.worst_paths_ps 60 \
    drive_gt1_frac 0.1689 \
    powerDensity_mw_per_mm2 187.9 \
    cp_max_fo 11 \
    antenna_found_initial 0 \
    finalNonFillerCells 361 \
    cts.sink_count 30 \
    dp.cells 353 \
]
power by group through the flow:
stage         clock (mW)  combinational [mW]  sequential [mW]
CTS                0.192              0.0478            0.236
global route       0.204              0.0537            0.236
finish             0.187              0.0472            0.236
synth_stat cells, types with 3 or more instances:
library cell | n | area share
nor2b_1 | 5 | 0.017
mux2i_1 | 9 | 0.048
a31o_2 | 5 | 0.023
nand3_1 | 3 | 0.0080
or4_4 | 4 | 0.024
nor2_1 | 4 | 0.0080
o21ai_0 | 7 | 0.019
nor4bb_1 | 16 | 0.085
inv_1 | 19 | 0.038
nand4_1 | 6 | 0.020
nand2_1 | 9 | 0.018
ha_1 | 5 | 0.033
mux2_1 | 3 | 0.018
nor4_1 | 4 | 0.013
o21bai_1 | 4 | 0.016
mux2_2 | 5 | 0.030
dfrtp_1 | 30 | 0.40
nor3_1 | 6 | 0.016
or2_2 | 10 | 0.033
cell families after synthesis:
logic type,after synthesis,synth area share
AND/OR/NAND/NOR,78,0.2845
flip-flops,30,0.3997
AND-OR/OR-AND,26,0.09794
buffers and inverters,22,0.04797
multiplexers,20,0.1319
adder cells (fa/ha/maj),5,0.03331
XOR/XNOR,1,0.004664
worst max-delay path: cells and delay by family:
kind | cells | cell delay [ps]
AND/OR/NAND/NOR | 3 | 910
adder cells (fa/ha/maj) | 1 | 310
AND-OR/OR-AND | 1 | 350
buffers and inverters | 2 | 900
multiplexers | 1 | 320
layer usage:
layer / vias to the layer above / track usage / wire length (um) / share of wire
met4: 0 / 0.009687 / 88 / 0.018
met5: - / 0 / 0 / 0
met1: 757 / 0.08399 / 2012 / 0.41
li1: 760 / - / - / -
met3: 6 / 0.01174 / 299 / 0.061
met2: 34 / 0.1191 / 2525 / 0.51
worst min path at each step:
stage / from / to / slack, ps / cells past startpoint
6_report: filled_positions[5] / filled_positions[5] / 490 / 1
5_1_grt: filled_positions[0] / filled_positions[0] / 520 / 1
4_1_cts: filled_positions[5] / filled_positions[5] / 500 / 1
through the flow:
stage / setup WS [ps] / instance area, um^2
5_1_grt: 1449 / 2499
3_3_place_gp: 1381 / 2407
4_1_cts: 1619 / 2499
6_report: 1606 / 2499
3_5_place_dp: 1333 / 2407
2_1_floorplan: 2180 / 1878
cell type report:
cell class	count	area [um^2]
fill	1066	7732
multi-input combinational	130	1037
sequential	30	750.7
timing repair buffer	38	377.9
tap	136	170.2
clock buffer	7	86.33
inverter	19	71.32
clock inverter	1	5.005
Power and IR drop assume default switching activity.
